--- design/flow/run.sh ---
#!/bin/bash
# OpenROAD 26Q1-2900-gdf79404cd8, Yosys 0.63+post, stock flow scripts
make -C /OpenROAD-flow-scripts/flow DESIGN_CONFIG=/design/flow/config.mk WORK_HOME=/design/flow/orfs finish
--- design/flow/config.mk ---
export PLATFORM = sky130hd
export DESIGN_NAME = SEG7DEC
export DESIGN_NICKNAME = SEG7DEC
export VERILOG_FILES = /design/flow/design.v
export SDC_FILE = /design/flow/constraint.sdc
export NUM_CORES = 4
export LEC_CHECK = 1
export CORE_UTILIZATION = 30
--- design/flow/constraint.sdc ---
current_design SEG7DEC

set clk_period 41.9
set clk_io_pct 0.2

create_clock -name clk0 -period $clk_period

set non_clock_inputs [all_inputs -no_clocks]
set_input_delay [expr $clk_period * $clk_io_pct] -clock clk0 $non_clock_inputs
set_output_delay [expr $clk_period * $clk_io_pct] -clock clk0 [all_outputs]
--- design/flow/design.v ---
module SEG7DEC(
     input [31:0] DIN,
     output reg [6:0] nHEX
);
always @* begin
    case(DIN % 5)
        32'd0:	nHEX = 7'b1000000; 
		32'd1:	nHEX = 7'b0000010; 
		32'd2:	nHEX = 7'b0100100; 
		32'd3:	nHEX = 7'b0000000; 
		32'd4:	nHEX = 7'b0011001; 
		default:nHEX = 7'b1111111;
    endcase
end
endmodule
==> impl_metrics.toml <==
# physical design summary
[power]
powerDensity_nw_per_um2 = 46.6
vdd_drop_max_mv = 0.0192
p_leak_nw = 1.67

[logic_synthesis]
topCellsByArea = "nor2_1 (5.6%), nand2_1 (5.0%), a21oi_1 (3.7%)"
ys_cells = 688
yosys_warnings = 1
synth_cell_type_count = 116
synth_top_area_share_pct = 5.61
synthCells = 688
syn_area_per_cell_um2 = 6.62
ys_chip_area_um2 = 4550
netlist.top_cell.by_area = "nor2_1"
ys_seq_share_pct = 0
syn-cell-area_um2 = 4550

[sta]
layout_worst_path_cycle_share_pct = 71.9
worst_slew_pin_slew_ns = 0.927
setup_viol = 0
setup-tns-final_ns = 0
rsz0062_at_grt = "false"
finalWorstSetupSlack_ns = 11.78
hold_violations = 0
hold_ws_ns = 17.97
finalMaxSlewViolations = 0
finalWorstPathRequiredPeriod_ns = 30.12
fmax_ghz = 0.0332
relSlewSlack_pct = 38.2

[place]
hpwlAfterDp_um = 9680
placed_cell_area_um2 = 4880
place.gp.congestion = 0.948
portBuffers = 39
dp_slack_ns = 12.06

[routing]
drtAntennaViolNets = 0
wire_per_inst_um = 15.1
viasPerCell = 6.31
routed-via-count = 5410
wirelength_um = 12900
drcViolationCount = 0
n_antenna_cell = 0
drt_iter0_drc = 526
drtPass1Iterations = 13

[floorplanning]
core_area_um2 = 14600
io-pin-count = 39
fp-utilization_pct = 31.1
fp-row-count = 44
die_w_um = 125
die_h_um = 125
die-area_um2 = 15700

[critical_path]
cp_max_fo = 23
crit_path_start_kind = "input port"
crit_required_ns = 33.52
crit_top_cell = "o21ai_1"
critical_path.endpoint_type = "primary output"
cpMaxStageDelayCell = "clkdlybuf4s50_1"
max_stage_delay_ns = 1.00
crit_type = "in2out"
cp.arrival_ns = 21.74

[final_layout]
clkbuf_count = 0
seq_cells = 0
drive_above_1_share_pct = 8.62
area_delta_synth_final_pct = 7.23
fin_area_um2 = 4880
fillers = 1575
regArea_um2 = 0

[clocking]
post-cts-setup-buffers = 0
post_cts_resized = 0
cts-hold-fix-buffers = 0

[global_routing]
antenna_found_initial = 0
gr-total-overflow = 0
grt_pass1_wl_um = 22300
grt_max_degree = 24
track_usage_pct = 16.1
grt_pass1_vias = 4753

[worst_hold_path]
worstHoldPathType = "in2out"

[outcome]
run_status = "finished clean"

[flow_run]
drv_cap = 0
warning_count = 33
[where the power goes]
part	internal [W]	switching [W]	leakage, nW
Combinational	0.0000973	0.000130	1.67
Clock	0	0	0
Sequential	0	0	0
[placed cells by master (no fill, tap or decap), types with 5 or more instances in the layout]
cell type / synthesis / final
nand2_1: 61 / 61
o311a_1: 7 / 7
o31ai_1: 13 / 13
o21a_1: 8 / 8
or3_1: 10 / 10
and3_1: 8 / 8
a21oi_1: 34 / 34
or4_1: 6 / 6
a2111oi_0: 6 / 6
a221o_1: 5 / 5
clkdlybuf4s50_1: 0 / 39
a21boi_0: 5 / 5
o21ai_1: 10 / 10
a22oi_1: 7 / 7
nand3_1: 32 / 32
o2111ai_1: 7 / 7
inv_1: 28 / 28
a31oi_1: 10 / 10
o21ai_0: 22 / 22
a21o_1: 7 / 7
o22ai_1: 5 / 5
nor3_1: 30 / 30
o221ai_1: 8 / 8
nor2_1: 68 / 68
xnor2_1: 11 / 11
o211ai_1: 12 / 12
and2_1: 9 / 9
a211oi_1: 14 / 14
a211o_1: 7 / 7
nand4_1: 15 / 15
and4_1: 5 / 5
nor4_1: 11 / 11
[path summary, 6_finish.rpt]
check               start      end  slack (ns)  depth (start not counted)
setup / recovery  DIN[26]  nHEX[1]       11.78                         40
hold / removal     DIN[0]  nHEX[1]       17.97                          4
[metal layers]
layer  track usage [%]  part of all wire (%)  vias to the layer above
li1                  -                     -                     2721
met1              24.9                    50                     2487
met2              25.8                    45                      190
met3             0.349                   4.8                       12
met4              1.51                  0.74                        0
met5                 0                     0                        -
[area by class of cell]
type / count / area [um2] / area share [%]
inverters: 33 / 124 / 2.54
multi-input cells: 601 / 4140 / 84.8
well taps: 184 / 230 / 4.72
repair buffers: 39 / 390 / 8.00
[metrics by stage]
| step | total power [W] | std cells | utilization (%) |
|---|---|---|---|
| detailed placement | 0.000224 | 857 | 33.3 |
| finish | 0.000227 | 857 | 33.3 |
| global placement | 0.000226 | 857 | 33.3 |
| CTS | 0.000225 | 857 | 33.3 |
| floorplan | 0.000182 | 688 | - |
| global route | 0.000250 | 857 | 33.3 |
[cells by family after synthesis]
group	share of synthesized area [%]
simple gates	36.9
compound gates	47.1
buf+inv	9.12
xor+xnor	3.24
mux	2.72
fa+ha+maj	0.989
[cell usage after synthesis, types with 5 or more instances]
master	count
nor2_1	68
nand2_1	61
a21oi_1	34
nand3_1	32
nor3_1	30
clkbuf_1	28
inv_1	28
o21ai_0	22
nand4_1	15
a211oi_1	14
o31ai_1	13
o211ai_1	12
nor4_1	11
xnor2_1	11
a31oi_1	10
buf_2	10
o21ai_1	10
or3_1	10
and2_1	9
and3_1	8
buf_4	8
o21a_1	8
o221ai_1	8
a211o_1	7
a21o_1	7
a22oi_1	7
o2111ai_1	7
o311a_1	7
a2111oi_0	6
buf_6	6
or4_1	6
a21boi_0	5
a221o_1	5
and4_1	5
o22ai_1	5
[worst max-delay path: cells and delay by family]
family / cells / cell delay (ns)
AOI/OAI and AO/OA: 21 / 6.30
xor gates and xnor gates: 1 / 0.26
adders and majority gates: 2 / 0.69
buffers and inverters: 2 / 1.39
and+or+nand+nor: 14 / 4.71
No activity file was given, so power comes from the tool's default toggle rates.

==> /design/flow/design.v <==
module BTN_IN (
    input CLK, RST,
    input [10:0] nBIN,
    output reg [10:0] BOUTN, BOUTP
);
reg [20:0] cnt;
wire en40hz = (cnt==1250000 - 1);
always @(posedge CLK or posedge RST) begin
    if (RST) begin
        cnt <= 21'b0;
    end
    else if (en40hz) begin
        cnt <= 21'b0;
    end
    else begin
        cnt <= cnt + 21'b1;
    end
end
reg [10:0] ff1, ff2;
always @(posedge CLK or posedge RST) begin
    if (RST) begin
        ff2 <= 11'b0;
        ff1 <= 11'b0;
    end
    else if (en40hz) begin
        ff2 <= ff1;
        ff1 <= nBIN;
    end
end
wire [10:0] tempN = ~ff1 & ff2 & {11{en40hz}};       
wire [10:0] tempP = ff1 & ~ff2 & {11{en40hz}};       
always @(posedge CLK or posedge RST) begin
    if (RST) begin
        BOUTN <= 11'b0;
        BOUTP <= 11'b0;
    end
    else begin
        BOUTN <= tempN;
        BOUTP <= tempP;
    end
end
endmodule
==> /design/flow/run.sh <==
#!/bin/bash
# OpenROAD 26Q1-2900-gdf79404cd8, Yosys 0.63+post, stock flow scripts
make -C /OpenROAD-flow-scripts/flow DESIGN_CONFIG=/design/flow/config.mk WORK_HOME=/design/flow/orfs finish
==> /design/flow/config.mk <==
export PLATFORM = sky130hd
export DESIGN_NAME = BTN_IN
export DESIGN_NICKNAME = BTN_IN
export VERILOG_FILES = /design/flow/design.v
export SDC_FILE = /design/flow/constraint.sdc
export NUM_CORES = 4
export LEC_CHECK = 1
export CORE_UTILIZATION = 50
==> /design/flow/constraint.sdc <==
current_design BTN_IN

set clk_period 3.3
set clk_io_pct 0.2

create_clock -name clk0 -period $clk_period [get_ports {CLK}]

set non_clock_inputs [all_inputs -no_clocks]
set_input_delay [expr $clk_period * $clk_io_pct] -clock clk0 $non_clock_inputs
set_output_delay [expr $clk_period * $clk_io_pct] -clock clk0 [all_outputs]
==> results_slide.txt <==
Physical Implementation Snapshot

Run status
  • Status: finished, final reports clean

Detailed routing
  • DRC viols: 0
  • Post-route antenna net violation count: 0
  • WL per Instance: 14.2 um
  • DRT Pass-1 Iters: 4
  • Vias per cell: 5.20
  • Diode count: 0
  • DRT iter0 DRCs: 60
  • DR vias: 1597
  • Drt total wl: 4.36 mm

Synthesis
  • Post-Syn Area: 2650 um^2
  • Post-synth ARST share: 100%
  • Most frequent cell after synthesis: dfrtp_1
  • Area leader share: 61.3%
  • Count of state elements after synthesis: 65
  • Top cell types by occurrence after synthesis: 65 x dfrtp_1, 20 x mux2_2, 20 x nor3b_2
  • Main flop type: dfrtp_1
  • Post-Synth AOI/OAI Area: 0.377%
  • Post-synth seq share: 61.3%
  • Cells after Synth: 188
  • Post-Synth Simple-Gate Area: 20.9%
  • Mux frac, synth: 9.48%
  • Yosys top cell by area: dfrtp_1
  • Adder Area Share: 0.472%
  • Avg Cell Area, Syn: 14.1 um^2
  • Synth Warn #: 1
  • # Cells Yosys: 188
  • Unique cell types: 27
  • Yosys Chip Area: 2650 um^2
  • EDFF count, synth: 0
  • XORs/XNORs by Area: 5.61%
  • Main logic family: simple AND/OR/NAND/NOR gates
  • Main area contributors: dfrtp_1 61%, nor3b_2 9.4%, mux2_2 8.5%, xnor2_1 3.6%, xor2_1 2.0%

CTS
  • Cts bufs inserted: 9
  • Clock sink count: 65
  • Post-CTS Setup Inserts: 0
  • CTS tree: built
  • CTS resizes: 0
  • # hold bufs at CTS: 0
  • CTS root buf: clkbuf_8
  • Late-Pin Clk Latency: 0.32 ns
  • H-Tree Level Count: 3
  • Clk buf depth: 2
  • Clock transition at the registers of the reported paths: 0.07 ns

Critical path
  • Kind of critical path: reg2reg
  • CP Capture Type: register
  • Reg2Reg Setup Slack: 0.82 ns
  • Biggest cell delay along the critical path: 0.93 ns
  • Buf+Inv Stages, Crit Path: 1
  • FF-to-FF End: BOUTP[8]
  • CP max-delay cell: or4_1
  • Crit path max fanout: 13
  • R2R Path Start: cnt[0]
  • Worst Reg-to-Reg Cells: 5
  • Worst endpoint data arrival time: 2.72 ns
  • CP startpoint kind: register
  • Worst Path Required: 3.54 ns
  • Crit-path cells: ha_1 > nand4_1 > or4_1 > buf_4 > nor3b_2
  • Cell class contributing the biggest share of worst-path delay: simple AND/OR/NAND/NOR gates

Layout
  • Fin area: 3290 um^2
  • Flop area: 1630 um^2
  • Layout cells sized above 1: 26.2%
  • Fillers: 395
  • Area delta synth->final: 23.9%
  • Footprint of the multi-input gates: 986 um^2

Final timing
  • Setup Skew: 0.00617 ns
  • Setup TNS: 0 ns
  • Top achievable clock speed: 403 MHz
  • Final setup viols: 0
  • Final setup margin: 0.821 ns
  • Min cycle time layout: 2.48 ns
  • Final Hold Viols: 0
  • Fin crit share: 75.1%
  • Worst-Margin Slew: 0.681 ns
  • Max Transition Viols Final: 0
  • Slew margin rel.: 54.5%
  • RSZ-0062 raised after global routing: no

Global route
  • Initial antenna violation count: 0
  • Global-route wire length before repair: 7.46 mm
  • Grt ovf: 0
  • Largest net degree at the start of global routing: 34
  • Vias in the first global route: 1599
  • Gr usage total: 18.6%

Placement
  • PortBufs: 34
  • Routability cong.: 0.928
  • DP Wirelength: 2.89 mm
  • Pre-CTS setup slack: 0.804 ns
  • Post-Place Cell Area: 3100 um^2

Floorplan
  • I/O Pins: 35
  • Fp util: 51.9%
  • Core box area: 5110 um^2
  • Die Span Y: 74.8 um
  • Cell row count: 26
  • Die width: 74.8 um
  • Die Size: 5600 um^2

Min path
  • Hold EP: BOUTP[0]
  • Min-delay src: ff2[0]
  • Worst hold stages: 1
  • Worst min path class: reg2reg

Power and ir drop
  • Max IR drop VDD: 328 uV
  • Static Leak: 1.45 nW
  • Pwr dens: 446 nW/um^2

Job
  • Tool warnings: 26
  • Max Cap Viol: 0
-- kinds of logic (layout without fill, tap and decap cells) --
logic type | after synthesis | in the layout
fa+ha+maj | 1 | 1
mux | 22 | 22
flops | 65 | 65
compound gates | 2 | 2
xor+xnor | 17 | 17
simple gates | 73 | 73
buf+inv | 8 | 57
-- worst reg2reg max path, cell delays in order (launching register included) --
cell and delay [ns]:
dfrtp_1 0.42, ha_1 0.24, nand4_1 0.29, or4_1 0.93
buf_4 0.34, nor3b_2 0.19
-- where the power goes --
group,switching (W),internal [W]
Sequential,0,0.000797
Clock,0.000270,0.000368
Combinational,0.0000166,0.0000148
Total,0.000287,0.00118
-- layout make-up --
cell class | count | share of cell area (%)
clock buffer | 13 | 4.53
clock inverter | 3 | 1.22
inverter | 2 | 0.228
multi-input combinational | 115 | 30.0
sequential | 65 | 49.5
tap | 70 | 2.66
timing repair buffer | 39 | 11.9
-- metrics by stage --
| stage | total power, W | util [%] | hold slack [ns] | instances |
|---|---|---|---|---|
| global route | 0.00152 | 64.4 | 0.457 | 307 |
| detailed placement | 0.000844 | 60.7 | 0.446 | 291 |
| floorplan | 0.000823 | - | 0.416 | 188 |
| finish | 0.00147 | 64.4 | 0.454 | 307 |
| global placement | 0.000843 | 60.7 | 0.427 | 291 |
| CTS | 0.00149 | 64.4 | 0.456 | 307 |
-- registers in the layout, indices dropped and copies added (netlist names) --
name,count
cnt,21
ff1,11
BOUTN,11
BOUTP,11
ff2,11
-- worst max path at each step --
stage | startpoint | to | slack (ns) | depth (start not counted)
after global routing | cnt[0] | BOUTP[3] | 0.61 | 5
after CTS | cnt[0] | BOUTP[8] | 0.79 | 5
final | cnt[0] | BOUTP[8] | 0.82 | 5
-- metal layers --
| layer | GRT usage (%) | vias up | share of wire (%) | wire, um |
|---|---|---|---|---|
| li1 | - | 756 | - | - |
| met1 | 29.6 | 801 | 47 | 2040 |
| met2 | 26.9 | 35 | 47 | 2040 |
| met3 | 7.06 | 5 | 5.4 | 235 |
| met4 | 2.10 | 0 | 1.2 | 52 |
| met5 | 0 | - | 0 | 0 |
-- placed cells by master, fill, tap and decap left out, types with 2 or more instances in the layout --
cell	instances
nand2_1	7
clkdlybuf4s50_1	34
nand4_1	8
nand3_1	5
clkbuf_8	10
clkbuf_1	3
xor2_1	6
and3_1	3
buf_4	4
and4_1	3
clkinv_2	2
nor2_1	11
nor3_1	3
xnor2_1	11
mux2_2	20
dfrtp_1	65
a21oi_1	2
nor3b_1	2
nor4b_1	2
nor3b_2	20
nor4_1	5
Power figures rest on the tool's default switching activity, not on a simulated workload.

<file path="config.mk">
export PLATFORM = sky130hd
export DESIGN_NAME = DM
export DESIGN_NICKNAME = DM
export VERILOG_FILES = /design/flow/design.v
export SDC_FILE = /design/flow/constraint.sdc
export NUM_CORES = 4
export LEC_CHECK = 1
export CORE_UTILIZATION = 50
</file>
<file path="run.sh">
#!/bin/bash
# OpenROAD 26Q1-2900-gdf79404cd8, Yosys 0.63+post, stock flow scripts
make -C /OpenROAD-flow-scripts/flow DESIGN_CONFIG=/design/flow/config.mk WORK_HOME=/design/flow/orfs finish
</file>
<file path="design.v">
module DM(
    input  CLK, RST,
    input [31:0] Result,
    input [31:0] Rdata2,
    input [31:0] Ins,nextPC,
    output [31:0] Wdata
);
parameter WIDTH = 32;
parameter IMEM_SIZE = 64;
parameter REGFILE_SIZE = 32;
parameter DMEM_SIZE = 64;
parameter R_FORM = 6'd0;
parameter LW   = 6'd35;
parameter SW   = 6'd43;
parameter ADD  = 6'd32;
parameter ADDU = 6'd33;
parameter SUB  = 6'd34;
parameter SUBU = 6'd35;
parameter AND  = 6'd36;
parameter OR   = 6'd37;
parameter XOR  = 6'd38;
parameter NOR  = 6'd39;
parameter SLT  = 6'd42;
parameter SLTU = 6'd43;
parameter ADDI  = 6'd8;
parameter ADDIU = 6'd9;
parameter SLTI  = 6'd10;
parameter SLTIU = 6'd11;
parameter ANDI  = 6'd12;
parameter ORI   = 6'd13;
parameter XORI  = 6'd14;
parameter SLL   = 6'd0;
parameter SRL   = 6'd2;
parameter SRA   = 6'd3;
parameter SLLV  = 6'd4;
parameter SRLV  = 6'd6;
parameter SRAV  = 6'd7;
parameter MFHI   = 6'd16;
parameter MTHI   = 6'd17;
parameter MFLO   = 6'd18;
parameter MTLO   = 6'd19;
parameter MULT   = 6'd24;
parameter MULTU  = 6'd25;
parameter DIV    = 6'd26;
parameter DIVU   = 6'd27;
parameter JR     = 6'd8;
parameter JALR   = 6'd9;
parameter BLTZ   = 6'd1;
parameter BGEZ   = 6'd1;
parameter J      = 6'd2;
parameter JAL    = 6'd3;
parameter BEQ    = 6'd4;
parameter BNE    = 6'd5;
parameter BLEZ   = 6'd6;
parameter BGTZ   = 6'd7;
parameter BLTZ_r = 5'd0;
parameter BGEZ_r = 5'd1;
reg [31:0] DMEM [0:DMEM_SIZE-1];
wire [5:0] op;
assign op = Ins[31:26];
wire [5:0] funct;
assign funct = Ins[5:0];
integer i;
initial begin
    for (i = 0; i < 64; i = i + 1) begin
        DMEM[i] <= 32'd777;
    end
end
wire [31:0] Rdata;
assign Rdata = DMEM[Result];
function [31:0] MUX3;
    input [31:0] Result;
    input [31:0] nextPC;
    input [5:0] op;
    input [31:0] Rdata;
    input [5:0] funct;
    if (op == LW) begin
        MUX3 = Rdata;
    end
    else if(op == JAL || op == JALR)begin 
        MUX3 = nextPC;
    end 
    else begin
        MUX3 = Result;   
    end
endfunction
always @(posedge CLK) begin
    if(op == SW)begin
        DMEM[Result] <= Rdata2; 
    end
end
assign Wdata = MUX3(Result, nextPC, op, Rdata, funct);
endmodule
</file>
<file path="constraint.sdc">
current_design DM

set clk_period 54.9
set clk_io_pct 0.2

create_clock -name clk0 -period $clk_period [get_ports {CLK}]

set non_clock_inputs [all_inputs -no_clocks]
set_input_delay [expr $clk_period * $clk_io_pct] -clock clk0 $non_clock_inputs
set_output_delay [expr $clk_period * $clk_io_pct] -clock clk0 [all_outputs]
</file>
==> flow_summary.json <==
{
  "power.clock.fraction_pct": 39.9,
  "setup_tns_ns": 0,
  "relSlewSlack_pct": 29.0,
  "cts_setup_buffers": 0,
  "worstPathArrival_ns": 16.78,
  "commonest_flop": "edfxtp_1",
  "max_cap_violations": 0,
  "floorplan.die_area_sq_um": 161000,
  "pwr-share-seq_pct": 54.5,
  "final_cells": 6870,
  "route.detailed.wl_per_inst_microns": 36.2,
  "via_count": 45100,
  "number_of_vias_per_cell_after_detailed_routing": 6.56,
  "grt_pass1_vias": 46700,
  "report.final.slew_viol_count": 0,
  "ys_seq_share_pct": 77.2,
  "final_layout_top_logic_cells": "edfxtp_1, mux2i_1, a221oi_1",
  "grt_first_pass_wirelength_mm": 348,
  "floorplan.die.width_microns": 401,
  "edf_count": 2048,
  "routabilityCongestion": 0.903,
  "critPathMostFrequentCell": "buf_4",
  "fin_util_pct": 56.8,
  "syn_area_sq_um": 79700,
  "rsz_0062_raised_after_global_routing": "false",
  "placement.io_buffers": 134,
  "postCtsHoldBufs": 0,
  "power.combinational.fraction_pct": 5.6,
  "yosysCellCount": 4411,
  "core.rowCount": 146,
  "achievable-frequency_mhz": 36.0,
  "setup_violations": 0,
  "drive_above_1_share_pct": 18.2,
  "fin_crit_sh_pct": 50.6,
  "start_kind": "primary input",
  "p_int_uw": 2470,
  "tightest_pin_transition_ns": 1.05,
  "yosys_area_sq_um": 79700,
  "power-per-cell-area_nw_per_um2": 35.1,
  "static_power_due_to_leakage_uw": 0.0285,
  "cts_root_buf": "clkbuf_16",
  "ctsResizeCount": 0,
  "largest_reg_flops": 2048,
  "layout.cells.most_common": "edfxtp_1",
  "ant_nets": 0,
  "synthDistinctLibCells": 70,
  "detailedRoute.firstPassIterationCount": 5,
  "crit_fanout": 54,
  "setup.worst_path.class": "primary input to output pin",
  "cts_tree": "yes",
  "warnings": 53,
  "req_time_crit_path_ns": 43.92,
  "ys_async_sr_fraction_pct": 0,
  "gr_ovfl_total": 0,
  "floorplan.die.height_microns": 401,
  "initialDrtViolationCount": 3512,
  "cts.clk_slew.worst_paths_ns": 0.06,
  "ir_drop_mv": 0.0356,
  "worstSetupEndpointType": "output pin",
  "largest_registers": "DMEM: 2048 flops",
  "grt.total_usage_pct": 34.9,
  "io_pins": 162,
  "largest_net_degree_at_the_start_of_global_routing": 92,
  "total_power_uw": 3150,
  "remaining_design_rule_violation_count": 0,
  "power.switching_uw": 689,
  "routed_wirelength_mm": 249,
  "syn2layout_area_growth_pct": 12.9,
  "layout_min_cycle_time_ns": 27.76,
  "grt_antenna_before_repair": 12,
  "maximum_level_of_the_cts_h_tree": 4,
  "ctsLongestPathBuffers": 3,
  "finalHoldViolations": 0,
  "fp-utilization_pct": 50.3,
  "synthesis.instances": 4411,
  "status": "complete, no violations",
  "detailedPlacementHpwl_mm": 137,
  "clk_sink_count": 2048,
  "ys_warn_count": 1,
  "cts-buffers-inserted": 200,
  "largest_reg_by_ff_count": "DMEM",
  "dp.cells": 6515,
  "design.core.area_sq_um": 158000,
  "power.share.switching_pct": 21.8,
  "hold_slack_ns": 10.66,
  "timing.critical_path.cells": "buf_8, buf_4, buf_4, buf_4, buf_4, or2_2, o22ai_1, o31ai_1, o21ai_0, nor4b_1, buf_4, a41oi_1, clkdlybuf4s50_1",
  "synth-seq-cells": 2048,
  "hold_class": "primary input to register",
  "post_synth.cell_area_avg_sq_um": 18.1,
  "cp_slowest_cell": "o31ai_1",
  "cpPeakStageDelay_ns": 0.76
}
==> cell families (layout without fill, tap and decap cells) <==
family                 count (synthesis)  count (layout)  share of synthesized area [%]
other                                  0               4                              0
multiplexers                         581             581                           8.52
buffers and inverters                328             711                           2.26
XOR/XNOR                               1               1                         0.0110
AND-OR/OR-AND                       1064            1064                           9.83
AND/OR/NAND/NOR                      389             389                           2.22
flip-flops                          2048            2048                           77.2
==> metal layers <==
metal / up-vias / wire [microns] / global-route usage, %
met2: 3336 / 112000 / 47.8
li1: 18800 / - / -
met3: 493 / 50100 / 29.8
met5: - / 433 / 1.99
met4: 34 / 7420 / 7.88
met1: 22400 / 78400 / 44.1
==> synth_stat cells (all sizes together), types with 11 or more instances <==
library cell	instances	area, sq um
edfxtp	2048	61500
mux2i	300	3000
buf	245	1490
a221oi	228	2010
mux2	226	2550
a22oi	202	1520
nor2	166	626
o22ai	134	838
o21ai	131	656
nand2	109	409
a21oi	103	515
clkbuf	78	293
mux4	55	1240
a221o	49	490
a22o	48	420
a31oi	33	206
a32oi	28	245
nand3	28	140
a211oi	18	135
nor3	15	75.1
nor2b	13	81.3
o2bb2ai	13	114
o211ai	12	90.1
a222oi	11	110
o32a	11	110
==> layout make-up <==
cell class,instances,area (sq um)
Inverter,5,26.3
Fill cell,11700,68400
Antenna cell,4,10.0
Tap cell,2072,2590
Timing Repair Buffer,355,2960
Multi-Input combinational cell,2035,17000
Clock buffer,266,5420
Sequential cell,2048,61500
Clock inverter,85,444
==> metrics by stage <==
step,area [sq um],setup slack [ns]
after floorplan,79700,31.29
after global placement,84100,27.29
after detailed placement,84100,27.22
after CTS,90000,27.21
after global routing,90000,26.86
final,90000,27.14
==> power groups by stage <==
stage | Combinational, uW | Clock [uW] | Sequential (uW)
5_1_grt | 187 | 1330 | 1720
6_report | 177 | 1260 | 1720
4_1_cts | 174 | 1270 | 1720
==> critical path, delay by kind of cell <==
family                 cells  cell delay [ns]
buffers and inverters      7             3.64
AOI/OAI and AO/OA          4             1.27
and+or+nand+nor            2             0.76
==> path summary, 6_finish.rpt <==
| check | from | to | cells past startpoint | slack, ns |
|---|---|---|---|---|
| worst max-delay path | Result[2] | Wdata[26] | 13 | 27.14 |
| worst min-delay path | Rdata2[23] | DMEM[14][23]$_DFFE_PP_ | 1 | 10.66 |
No activity file was given, so power comes from the tool's default toggle rates.
